## design/flow/config.mk

```make
export PLATFORM = sky130hd
export DESIGN_NAME = ov5640_capture
export DESIGN_NICKNAME = ov5640_capture
export VERILOG_FILES = /design/flow/design.v
export SDC_FILE = /design/flow/constraint.sdc
export NUM_CORES = 4
export LEC_CHECK = 1
export CORE_AREA = 10 10 93 93
export DIE_AREA = 0 0 103 103
```

## design/flow/constraint.sdc

```tcl
current_design ov5640_capture

set clk_period 2.8
set clk_io_pct 0.2

create_clock -name clk0 -period $clk_period [get_ports {pclk}]

set non_clock_inputs [all_inputs -no_clocks]
set_input_delay [expr $clk_period * $clk_io_pct] -clock clk0 $non_clock_inputs
set_output_delay [expr $clk_period * $clk_io_pct] -clock clk0 [all_outputs]
```

## design/flow/design.v

```verilog
`timescale 1ns / 1ps
module ov5640_capture(
  input               pclk,
  input               vsync,
  input               href,
  input       [7:0]   d,
  output reg  [23:0]  dout,
  output              valid,
  output              last
);
reg [1:0] cnt;
reg r_href;
reg we, r_we;
assign last = ({href, r_href} == 2'b01) ? 1'b1 : 1'b0;
assign valid = ({we, r_we} == 2'b10) ? 1'b1 : 1'b0;
always @(posedge pclk)
begin 
  r_href <= href;
  r_we <= we;
  if (vsync == 1)
  begin
    cnt <= 'd0;
    we <= 1'b0;
  end
  else
  begin
    if (href == 1'b1)
    begin
      if (cnt == 'd2)
      begin
        cnt <= 'd0;
        we <= 1'b1;
      end
      else
      begin
        cnt <= cnt + 'd1;
        we <= 1'b0;
      end
    end
    case (cnt)
      1 : begin
        dout[23:16] <= d;
      end
      2 : begin
        dout[15: 8] <= d;
      end
      0 : begin
        dout[ 7: 0] <= d;
      end
    endcase
  end
end
endmodule
```

## design/flow/run.sh

```bash
#!/bin/bash
# OpenROAD 26Q1-2900-gdf79404cd8, Yosys 0.63+post, stock flow scripts
make -C /OpenROAD-flow-scripts/flow DESIGN_CONFIG=/design/flow/config.mk WORK_HOME=/design/flow/orfs finish
```

==> flow_metrics.env <==
# physical design summary
export IMPL_maxSlewViolCount=0
export IMPL_synth_warning_count=1
export IMPL_warnings=25
export IMPL_die_width_um=103
export IMPL_cts_setup_buffers=0
export IMPL_r2r_start="cnt[1]"
export IMPL_maxCapViolations=0
export IMPL_synth_area_leader_cell="edfxtp_1"
export IMPL_fin_area_mm2=0.001501
export IMPL_ant_nets=0
export IMPL_ioPinCount=37
export IMPL_htreeDepth=2
export IMPL_instances_no_fill=170
export IMPL_grt_pass1_vias=533
export IMPL_p_comb_frac=0.063
export IMPL_grt_pass1_wl_mm=2.884
export IMPL_finalCritPeriodShare=0.8340
export IMPL_rsz0062_at_grt="no"
export IMPL_die_h_um=103
export IMPL_syn_area_um2=912.1
export IMPL_cp_end_kind="primary output"
export IMPL_outcome="finished clean"
export IMPL_fin_tns_setup_ns=0
export IMPL_setup_viol=0
export IMPL_leakagePower_nw=0.4992
export IMPL_max_freq_mhz=428.2
export IMPL_cp_max_fo=8
export IMPL_clockBufferDepth=2
export IMPL_layout_cells_most_common="clkdlybuf4s50_1"
export IMPL_hold_path_class="flop to flop"
export IMPL_grt_ovfl_total=0
export IMPL_drt_total_wl_mm=2.060
export IMPL_clk_pin_slew_ns=0.06
export IMPL_dp_cells=162
export IMPL_dieArea_mm2=0.01061
export IMPL_cts_tree="yes"
export IMPL_synthCells=43
export IMPL_min_from="we"
export IMPL_hold_depth=0
export IMPL_syn_area_per_cell_um2=21.21
export IMPL_placed_cell_area_mm2=0.001395
export IMPL_tightestPinTransition_ns=0.2141
export IMPL_reg2regPathDepth=2
export IMPL_ir_drop_uv=116.4
export IMPL_drc=0
export IMPL_yosysSeqAreaShare=0.8999
export IMPL_ys_cells=43
export IMPL_hold_end="r_we"
export IMPL_fp_util=0.1350
export IMPL_post_cts_resize_count=0
export IMPL_crit_type="primary input to primary output"
export IMPL_ys_area_um2=912.1
export IMPL_arrival_ns=1.78
export IMPL_power_total_mw=0.9646
export IMPL_hold_violations=0
export IMPL_drt_iter0_markers=10
export IMPL_switching_share=0.1811
export IMPL_netlist_cell_type_count=10
export IMPL_wl_per_cell_um=12.12
export IMPL_cts_root_buf="clkbuf_8"
export IMPL_skew_ns=0.002063
export IMPL_cts_sinks=29
export IMPL_yosysTopAreaCellShare=0.7901
export IMPL_area_leaders="edfxtp_1, dfxtp_1, nand2b_1, a21oi_1, nand3b_1"
export IMPL_lay_top_cells="clkdlybuf4s50_1, edfxtp_1, clkbuf_8, dfxtp_1"
export IMPL_ys_seq_elements=29
export IMPL_vias_per_cell=3.076
export IMPL_clk_latency_ns=0.27
export IMPL_startpoint_type="primary input"
export IMPL_layout_min_cycle_time_ns=2.335
export IMPL_antenna_found_initial=0
export IMPL_drt_first_pass_iters=3
export IMPL_drive_gt1_frac=0.1000
export IMPL_r2r_slack_ns=1.67
export IMPL_cts_buffers=5
export IMPL_vias=523
export IMPL_grt_max_degree=10
export IMPL_cts_hold_buf=0
export IMPL_power_frac_clock=0.427
export IMPL_p_switching_mw=0.1747
export IMPL_syn_to_final_growth_pct=64.61
export IMPL_core_area_mm2=0.006756
export IMPL_place_gp_congestion=0.7243
export IMPL_p_seq_frac=0.510
export IMPL_cp_required_ns=2.24
export IMPL_slew_headroom=0.8568
export IMPL_antenna_cells_inserted=0
export IMPL_r2r_end="dout[9]"
export IMPL_rows=30
export IMPL_io_buffers=36
export IMPL_internal_power_mw=0.7899
export IMPL_power_density_mw_per_mm2=642.4
export IMPL_track_usage=0.03774
[worst max-delay path, stage by stage]
cell and delay [ns]:
clkdlybuf4s50_1 0.51, and2b_1 0.24, clkdlybuf4s50_1 0.47
[cell families after synthesis]
kind of cell     count (synthesis)  synth area share
AND/OR/NAND/NOR                 11           0.08367
AND-OR/OR-AND                    3           0.01646
flip-flops                      29            0.8999
[how the worst max path moves through the flow]
stage / startpoint / endpoint / slack [ns]
6_report: href / last / 0.46
5_1_grt: href / last / 0.40
4_1_cts: href / last / 0.45
[registers in the layout, indices dropped and copies added (netlist names)]
signal  count
we          1
r_href      1
r_we        1
cnt         2
dout       24
[metrics by stage]
step | util | hold WS [ns] | worst slack [ns]
floorplan | - | 0.3448 | 1.185
global placement | 0.2065 | 0.3589 | 0.4572
detailed placement | 0.2065 | 0.3590 | 0.4511
CTS | 0.2222 | 0.3674 | 0.4485
global route | 0.2222 | 0.3811 | 0.3975
finish | 0.2222 | 0.3626 | 0.4647
[metal layers]
metal | up-vias | share of wire | track usage
li1 | 255 | - | -
met1 | 237 | 0.40 | 0.04249
met2 | 28 | 0.47 | 0.05900
met3 | 3 | 0.12 | 0.02573
met4 | 0 | 0.013 | 0.006417
met5 | - | 0 | 0
[area by class of cell]
type / count / area (um^2)
well taps: 80 / 100.1
fillers: 704 / 5255
clock inverters: 2 / 33.78
multi-input cells: 14 / 91.34
clock buffers: 6 / 72.57
repair buffers: 39 / 382.9
flip-flops and latches: 29 / 820.8
[power by group through the flow]
stage | logic (mW) | clock network, mW | registers (mW)
CTS | 0.0631 | 0.424 | 0.492
global route | 0.0665 | 0.445 | 0.495
finish | 0.0607 | 0.412 | 0.492
[Yosys cell counts (all sizes together)]
master	instances
a21oi	3
and2b	1
dfxtp	5
edfxtp	24
nand2b	3
nand3b	2
nor2b	1
nor3	1
nor3b	2
or3b	1
